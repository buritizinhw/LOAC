--- /design/flow/run.sh ---
#!/bin/bash
# OpenROAD 26Q1-2900-gdf79404cd8, Yosys 0.63+post, stock flow scripts
make -C /OpenROAD-flow-scripts/flow DESIGN_CONFIG=/design/flow/config.mk WORK_HOME=/design/flow/orfs finish
--- /design/flow/config.mk ---
export PLATFORM = sky130hd
export DESIGN_NAME = contador
export DESIGN_NICKNAME = contador
export VERILOG_FILES = /design/flow/design.v
export SDC_FILE = /design/flow/constraint.sdc
export NUM_CORES = 4
export LEC_CHECK = 1
export CORE_AREA = 10 10 70 70
export DIE_AREA = 0 0 80 80
--- /design/flow/constraint.sdc ---
current_design contador

set clk_period 1.2
set clk_io_pct 0.2

create_clock -name clk0 -period $clk_period [get_ports {clk}]

set non_clock_inputs [all_inputs -no_clocks]
set_input_delay [expr $clk_period * $clk_io_pct] -clock clk0 $non_clock_inputs
set_output_delay [expr $clk_period * $clk_io_pct] -clock clk0 [all_outputs]
--- /design/flow/design.v ---
parameter NBITS_COUNT = 2;
module contador(
input logic clk, reset, load, count_up, counter_on,
input logic [NBITS_COUNT-1:0] Data_in,
output logic [NBITS_COUNT-1:0] Count);
  always_ff @(posedge reset or posedge clk) begin
    if(reset)
      Count <= 0;
    else if (load)
      Count <= Data_in;
    else if (counter_on) begin
      if(count_up)
           Count <= Count + 1;
      else 
       	   Count <= Count - 1;
    end
  end
endmodule
==> reports/summary.txt <==
XOR-XNOR Cells, Area Fraction -> 0.149
DIE AREA -> 0.00640 mm2
Row cnt -> 21
Crit start category -> register
Slew margin rel. -> 0.866
CP endpoint kind -> output pin
CP Class -> reg2out
Leak Pwr -> 0.000108 uW
DRT iter0 DRCs -> 1
F_max -> 0.941 GHz
Die Y -> 80 um
Vias -> 152
Max_cap viols -> 0
Yosys aoi share -> 0.149
Distinct cells, synth -> 9
Least-Margin Pin Slew -> 0.200 ns
Worst hold path type -> in2async
Final Non-Filler Cells -> 74
Syn Inst Count -> 13
GP Congestion -> 0.664
RSZ-0062 raised after global routing -> no
Chip Area, Yosys -> 118 um2
CTS tree -> done
Final min period -> 1.06 ns
Largest regs -> Count x2
Mapped Area -> 118 um2
CTS H-tree lvls -> 1
Hold_buf cts -> 0
Total gr overflow -> 0
Dominant combinational family -> simple AND/OR/NAND/NOR gates
Core Box Area -> 0.00342 mm2
Die Wd -> 80 um
Crit-path cells -> dlygate4sd2_1
Register area share after synthesis -> 0.426
Top cells, area -> dfrtp_1, xnor2_1, nor3b_1
TritonCTS Buffers -> 3
Largest net degree at the start of global routing -> 7
Root buf cell -> clkbuf_4
First drt pass iteration count -> 2
ANT nets after route -> 0
Final hold vios -> 0
Initial antenna violation count -> 1
Mux cell area share -> 0
CTS clock-pin slew for the worst setup and hold paths -> 0.03 ns
First-pass GRT wire length -> 786 um
Crit path DRT -> 0.96 ns
Post-Syn Area per Cell -> 9.05 um2
Largest stage delay on the critical path -> 0.36 ns
WL/cell -> 6.65 um
Status -> finished clean
Cycle use final -> 0.886
Crit path buffers/inverters -> 1
Routed wl met3 -> 104 um
Vias/cell -> 2.05
Total Power -> 320 uW
Ys cells -> 13
Met1 Wirelength -> 187 um
CP delay by family, top -> flip-flops
Worst VDD drop -> 0.000135 V
Total Wirelength -> 492 um
Reg with most FFs -> Count
Crit path max fanout -> 2
Worst hold slack -> 0.171 ns
Simple-Gate Area Share -> 0.245
Finish-stage setup viols -> 0
I/O Buffers -> 8
Largest area contributor in the netlist -> dfrtp_1
Synth flops -> 2
DRC viols -> 0
Clock Latency Late Sink -> 0.23 ns
Number of global-route vias before repair -> 170
CTS sink count -> 2
Area grow syn2layout -> 155%
Gr usage total -> 0.0174
Worst Skew -> 0.00336 ns
Placed cells -> 68
Data arrival, critical path -> 0.82 ns
Slowest CP cell -> dfrtp_1
Max-slew violations -> 0
PD cells -> 1070 mW/mm2
I/O pin cnt -> 9
Log Warnings -> 25
Fp_density -> 0.0344
Top-area cell type share of the netlist area -> 0.426
Clock buffer depth -> 2
Layout cell share with drive strength beyond 1 -> 0.222
Adder Share, Synth -> 0
Yosys warns -> 1
Routed length on met2 -> 200 um
Largest register FFs -> 2
Top layer in use -> met3
final cells by class:
| type | count | area, um2 |
|---|---|---|
| Antenna cell | 1 | 2.50 |
| Tap cell | 46 | 57.6 |
| Fill cell | 406 | 3120 |
| Inverter | 1 | 3.75 |
| Timing Repair Buffer | 11 | 100 |
| Sequential cell | 2 | 50.0 |
| Clock buffer | 3 | 22.5 |
| Multi-Input combinational cell | 10 | 63.8 |
power by group:
part           switching (uW)  internal (uW)  total (uW)
clock                    40.3            111         151
sequential               3.97           77.7        81.7
combinational            28.5           59.5        88.0
total                    72.7            248         320
cell usage in the layout (no fill, tap or decap):
cell             synthesis  routed
clkdlybuf4s50_1          0       6
a21oi_1                  1       1
o211ai_1                 1       1
diode_2                  0       1
buf_4                    0       3
nand2b_1                 1       1
o21ai_0                  1       1
clkbuf_4                 0       3
nand2_1                  2       2
inv_1                    1       1
nor3b_1                  2       2
dfrtp_1                  2       2
dlygate4sd2_1            0       2
xnor2_1                  2       2
path summary, 6_finish.rpt:
path / from / to / slack, ns / cells past startpoint
worst max-delay path: Count[1] / Count[1] / 0.14 / 1
worst min register to register: Count[1] / Count[1] / 0.67 / 4
worst min-delay path: reset / Count[1] / 0.17 / 2
max in group asynchronous: reset / Count[0] / 0.92 / 2
worst max register to register: Count[0] / Count[1] / 0.14 / 5
min in group clk0: Data_in[0] / Count[0] / 0.61 / 3
stage by stage:
stage	setup WS, ns	setup TNS [ns]	cell area (um2)	util
6_report	0.137	0	300	0.0879
5_1_grt	0.0878	0	300	0.0879
4_1_cts	0.117	0	298	0.0872
3_5_place_dp	-0.0455	-0.0455	263	0.0769
3_3_place_gp	-0.0139	-0.0139	263	0.0769
2_1_floorplan	0.394	0	118	-
timing repair:
| item | in CTS | in global routing |
|---|---|---|
| endpoints found under the setup margin | 2 | 0 |
| gates resized | 2 | 0 |
| setup buffers | 2 | 0 |
Yosys cell counts:
cell,n
o211ai_1,1
xnor2_1,2
a21oi_1,1
dfrtp_1,2
nand2_1,2
o21ai_0,1
nor3b_1,2
inv_1,1
nand2b_1,1
routing by layer:
layer / up-vias / GRT usage
li1: 75 / -
met1: 69 / 0.0153
met2: 8 / 0.0217
met3: 0 / 0.0261
met4: 0 / 0.00352
met5: - / 0
cell families after synthesis:
family / count (synthesis)
simple gates: 5
compound gates: 3
xor+xnor: 2
flops: 2
buf+inv: 1
Power figures rest on the tool's default switching activity, not on a simulated workload.
